--- flow/run.sh ---
#!/bin/bash
# OpenROAD 26Q1-2900-gdf79404cd8, Yosys 0.63+post, stock flow scripts
make -C /OpenROAD-flow-scripts/flow DESIGN_CONFIG=/design/flow/config.mk WORK_HOME=/design/flow/orfs finish
--- flow/config.mk ---
export PLATFORM = sky130hd
export DESIGN_NAME = connect_four_controller
export DESIGN_NICKNAME = connect_four_controller
export VERILOG_FILES = /design/flow/design.v
export SDC_FILE = /design/flow/constraint.sdc
export NUM_CORES = 4
export LEC_CHECK = 1
export CORE_AREA = 10 10 71 71
export DIE_AREA = 0 0 81 81
--- flow/constraint.sdc ---
current_design connect_four_controller

set clk_period 1.7
set clk_io_pct 0.2

create_clock -name clk0 -period $clk_period [get_ports {clk}]

set non_clock_inputs [all_inputs -no_clocks]
set_input_delay [expr $clk_period * $clk_io_pct] -clock clk0 $non_clock_inputs
set_output_delay [expr $clk_period * $clk_io_pct] -clock clk0 [all_outputs]
--- flow/design.v ---
module connect_four_controller (
    input  logic clk,              
    input  logic reset_edge,       
    input  logic drop_edge,        
    input  logic game_enable,      
    input  logic column_full,      
    input  logic win_found,        
    input  logic board_full,       
    input  logic [1:0] current_player,  
    output logic clear_board,           
    output logic drop_token,            
    output logic update_display,        
    output logic drop_requested,        
    output logic switch_player_enable,  
    output logic validate_enable,       
    output logic find_row_enable,       
    output logic winner_enable,         
    output logic drop_latched,          
    output logic [1:0] winner_player    
);
    typedef enum logic [3:0] {
        INIT,            
        IDLE,            
        INPUT_PLAYER,    
        VALIDATE,        
        FIND_ROW,        
        DROP_TOKEN,      
        UPDATE_DISPLAY,  
        SWITCH_PLAYER,   
        WINNER           
    } state_t;
    state_t ps, ns;  
    logic game_locked;  
    always_ff @(posedge clk) begin
        if (reset_edge) begin
            ps            <= INIT;
            drop_latched  <= 1'b0;
            winner_player <= 2'b00;
            game_locked   <= 1'b0;
        end else begin
            ps <= ns;
            if (!game_locked && drop_edge)
                drop_latched <= 1'b1;
            else if (ps == VALIDATE)
                drop_latched <= 1'b0;
            if ((ps == DROP_TOKEN && win_found) ||
                (ps == UPDATE_DISPLAY && win_found)) begin
                winner_player <= current_player;  
            end else if (ps == UPDATE_DISPLAY && board_full) begin
                winner_player <= 2'b00;           
            end
            if (ps == WINNER)
                game_locked <= 1'b1;
        end
    end
    always_comb begin
        ns = ps;
        unique case (ps)
            INIT:           ns = IDLE;
            IDLE:           ns = INPUT_PLAYER;
            INPUT_PLAYER:   ns = (!game_locked && drop_latched) ? VALIDATE : INPUT_PLAYER;
            VALIDATE:       ns = column_full ? INPUT_PLAYER : FIND_ROW;
            FIND_ROW:       ns = DROP_TOKEN;
            DROP_TOKEN:     ns = UPDATE_DISPLAY;
            UPDATE_DISPLAY: ns = (win_found || board_full) ? WINNER : SWITCH_PLAYER;
            SWITCH_PLAYER:  ns = IDLE;
            WINNER:         ns = reset_edge ? INIT : WINNER;
            default:        ns = INIT;
        endcase
    end
    always_ff @(posedge clk) begin
        if (reset_edge) begin
            clear_board          <= 1'b0;
            drop_token           <= 1'b0;
            update_display       <= 1'b0;
            drop_requested       <= 1'b0;
            switch_player_enable <= 1'b0;
            validate_enable      <= 1'b0;
            find_row_enable      <= 1'b0;
            winner_enable        <= 1'b0;
        end else begin
            clear_board          <= 1'b0;
            drop_token           <= 1'b0;
            update_display       <= 1'b0;
            drop_requested       <= 1'b0;
            switch_player_enable <= 1'b0;
            validate_enable      <= 1'b0;
            find_row_enable      <= 1'b0;
            winner_enable        <= 1'b0;
            unique case (ps)
                INIT: begin
                    clear_board    <= 1'b1;
                    update_display <= 1'b1;
                end
                INPUT_PLAYER: begin
                    if (!game_locked && drop_latched)
                        drop_requested <= 1'b1;
                end
                VALIDATE: begin
                    validate_enable <= 1'b1;
                end
                FIND_ROW: begin
                    find_row_enable <= 1'b1;
                end
                DROP_TOKEN: begin
                    drop_token <= 1'b1;
                    if (win_found)
                        winner_enable <= 1'b1;
                end
                UPDATE_DISPLAY: begin
                    update_display <= 1'b1;
                    if (win_found || board_full)
                        winner_enable <= 1'b1;
                end
                SWITCH_PLAYER: begin
                    switch_player_enable <= 1'b1;
                end
                WINNER: begin
                    winner_enable <= 1'b1;
                end
            endcase
        end
    end
endmodule
==> results.py <==
# Physical implementation metrics
metrics = {
    "outcome": {
        "status": "complete, no violations",
    },
    "die": {
        "std_cell_rows": 22,
        "floorplan.die.width_um": 81,
        "design.core.area_mm2": 0.00363,
        "die_h_um": 81,
        "design.portCount": 20,
        "dieArea_mm2": 0.00656,
        "fp_util_pct": 17.4,
    },
    "detailed_routing": {
        "route.final.wire_length_um": 1180,
        "detail_route_met2_wl_um": 444,
        "via_count": 447,
        "detail_route.vias_per_cell": 3.49,
        "drc": 0,
        "route.layer.met1.wl_um": 567,
        "detailroute.wirelength.met3_um": 161,
        "drt_first_pass_iters": 4,
        "antenna_diodes": 0,
        "detail-route-antenna-nets": 0,
        "drt-initial-drc-count": 23,
        "highest-signal-layer": "met4",
        "routedWlPerCell_um": 9.19,
    },
    "clock_network": {
        "worst_skew_pair.late_latency_ns": 0.25,
        "postCtsHoldBufs": 0,
        "cts-root-to-sink-buffers": 2,
        "clk_pin_slew_ns": 0.07,
        "post_cts.resized_instances": 0,
        "cts-root-buf": "sky130_fd_sc_hd__clkbuf_8",
        "cts.htree.levels": 1,
        "total_number_of_clock_tree_sinks": 21,
        "cts_tree": "built",
        "postCtsSetupBuffers": 0,
        "tritoncts.num_buffers": 3,
    },
    "logic_synthesis": {
        "syn-mean-instance-area_um2": 11.1,
        "largest_area_cell": "sky130_fd_sc_hd__dfxtp_1",
        "netlist_area_um2": 632,
        "netlist.area_leader.share_pct": 66.5,
        "yosysChipArea_um2": 632,
        "number_of_instances_in_the_synthesized_netlist": 57,
        "postSynthSeqShare_pct": 66.5,
        "yosys-stat-cells": 57,
        "ys_seq_elements": 21,
        "unique_cell_types": 18,
        "yosys_warning_count": 1,
        "synthTopCellsByArea": "sky130_fd_sc_hd__dfxtp_1 (67%), sky130_fd_sc_hd__nor2b_1 (7.9%), sky130_fd_sc_hd__a21oi_1 (3.2%)",
    },
    "global_routing": {
        "gr-usage-all-layers_pct": 3.73,
        "grt_remaining_overflow": 0,
        "vias_in_the_first_global_route": 443,
        "grt_pass1_wl_um": 1920,
        "antenna_found_initial": 0,
        "grt_max_degree": 12,
    },
    "power_and_ir_drop": {
        "total_switching_power_mw": 0.159,
        "power_density_mw_per_mm2": 929,
        "leakage_nw": 0.326,
        "clkPwrFrac_pct": 35.2,
        "p_seq_share_pct": 59.0,
        "p_sw_share_pct": 18.5,
        "ir_drop_uv": 511,
        "post-layout-total-power_mw": 0.861,
        "internal-power_mw": 0.702,
        "comb_power_share_pct": 5.8,
    },
    "final_timing": {
        "max_slew_margin_pct": 83.7,
        "worst-slew-pin-transition_ns": 0.241,
        "setup_viol_count_final": 0,
        "tns_setup_ns": 0,
        "achievable-frequency_mhz": 677,
        "unrepaired_setup_endpoints_after_global_routing": "no",
        "hold_viol": 0,
        "min_period_ns": 1.48,
        "fin_crit_sh_pct": 86.8,
        "clock_skew_ns": 0.000343,
        "timing.final.max_slew_violations": 0,
    },
    "worst_setup_path": {
        "critical-path-slowest-cell": "sky130_fd_sc_hd__clkdlybuf4s50_1",
        "cp_max_fo": 3,
        "crit_path_cell_trace": "clkdlybuf4s50_1",
        "critical-path-max-stage-delay_ns": 0.49,
        "startpoint_type": "flip-flop",
        "timing.critical_path.max_delay_family": "buffers and inverters",
        "crit_buf_inv": 1,
        "critPathRequiredTime_ns": 1.36,
        "kind_of_capture_point_of_the_worst_setup_path": "primary output",
        "critical_path_class": "flip-flop to primary output",
        "critPathArrivalTime_ns": 1.14,
    },
    "run": {
        "stage_log_warnings": 26,
        "maxCapViolCount": 0,
    },
    "finish": {
        "final_area_um2": 927,
        "final_layout_size_suffix_gt1_share_pct": 8.75,
        "synthToLayoutAreaGrowth_pct": 46.7,
        "fill_cells": 387,
        "post-route-util_pct": 25.5,
    },
    "placement": {
        "globalplace.congestion": 0.724,
        "post_detailed_placement_half_perimeter_wirelength_um": 940,
        "post_dp_cell_area_um2": 882,
        "io_buffers": 18,
    },
    "hold_path": {
        "min-delay-path-class": "flip-flop to flip-flop",
    },
}
## synth_stat cells
library cell,number
sky130_fd_sc_hd__inv_1,1
sky130_fd_sc_hd__nand2_1,3
sky130_fd_sc_hd__nor4b_1,1
sky130_fd_sc_hd__o21ai_0,1
sky130_fd_sc_hd__nand2b_4,1
sky130_fd_sc_hd__a21oi_1,4
sky130_fd_sc_hd__nor2b_1,8
sky130_fd_sc_hd__buf_2,1
sky130_fd_sc_hd__o21ai_2,1
sky130_fd_sc_hd__nor2_1,5
sky130_fd_sc_hd__o21a_1,1
sky130_fd_sc_hd__a221oi_1,1
sky130_fd_sc_hd__or2_1,1
sky130_fd_sc_hd__dfxtp_1,21
sky130_fd_sc_hd__nand3_1,2
sky130_fd_sc_hd__nand2b_1,2
sky130_fd_sc_hd__a31oi_1,1
sky130_fd_sc_hd__nor3b_1,2
## per-stage QoR
stage | worst slack [ns] | hold WS, ns | std cells
finish | 0.224 | 0.458 | 128
global route | 0.154 | 0.482 | 128
CTS | 0.201 | 0.462 | 128
detailed placement | 0.336 | 0.448 | 124
global placement | 0.350 | 0.443 | 124
floorplan | 0.853 | 0.368 | 57
## placed cells by master (no fill, tap or decap), drive strengths merged
cell	instances
nor2	5
dfxtp	21
a31oi	1
a221oi	1
or2	1
nand2	3
o21ai	2
nor4b	1
nor2b	8
buf	2
nand3	2
a21oi	4
inv	1
nor3b	2
clkdlybuf4s50	18
nand2b	3
clkbuf	4
o21a	1
## metal layers
layer | vias up | track usage, %
met5 | - | 0
met4 | 0 | 0.173
met3 | 2 | 2.67
met2 | 18 | 5.18
met1 | 193 | 4.87
li1 | 234 | -
## path summary, 6_finish.rpt
kind                             startpoint             to  slack [ns]  depth (start not counted)
setup / recovery  drop_latched$_SDFFE_PP0P_   drop_latched        0.22                          1
setup reg to reg  drop_latched$_SDFFE_PP0P_  ps[3]$_DFF_P_        0.79                          3
hold / removal                ps[5]$_DFF_P_  ps[3]$_DFF_P_        0.46                          2
hold reg to reg               ps[5]$_DFF_P_  ps[3]$_DFF_P_        0.46                          2
## registers in the layout (all words and copies together) (netlist names)
name,flops
ps,9
winner_player,2
clear_board,1
drop_latched,1
drop_requested,1
drop_token,1
find_row_enable,1
game_locked,1
switch_player_enable,1
update_display,1
validate_enable,1
winner_enable,1
## power groups by stage
stage,combinational [mW],clock [mW],sequential (mW)
4_1_cts,0.0512,0.314,0.508
5_1_grt,0.0561,0.339,0.509
6_report,0.0504,0.303,0.508
## kinds of logic after synthesis
| family | share of synthesized area (%) |
|---|---|
| AOI/OAI and AO/OA | 8.91 |
| buffers and inverters | 1.38 |
| DFF | 66.5 |
| and+or+nand+nor | 23.2 |
## cell type report
class,instances,area [um2],share of cell area [%]
well taps,48,60.1,6.48
repair buffers,20,195,21.1
inverters,1,3.75,0.405
multi-input cells,34,203,21.9
clock buffers,4,45.0,4.86
flip-flops and latches,21,420,45.3
Power is estimated from default activity; no workload was simulated.
